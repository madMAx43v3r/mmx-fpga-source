File: flow/config.mk
export PLATFORM = sky130hd
export DESIGN_NAME = gen_mem_array
export DESIGN_NICKNAME = gen_mem_array
export VERILOG_FILES = /design/flow/design.v
export SDC_FILE = /design/flow/constraint.sdc
export NUM_CORES = 4
export LEC_CHECK = 1
export CORE_UTILIZATION = 50
export SYNTH_MEMORY_MAX_BITS = 65536
File: flow/constraint.sdc
current_design gen_mem_array

set clk_period 33.5
set clk_io_pct 0.2

create_clock -name clk0 -period $clk_period [get_ports {clk}]

set non_clock_inputs [all_inputs -no_clocks]
set_input_delay [expr $clk_period * $clk_io_pct] -clock clk0 $non_clock_inputs
set_output_delay [expr $clk_period * $clk_io_pct] -clock clk0 [all_outputs]
File: flow/design.v
`timescale 1ns / 1ps
module chacha_block #(parameter N = 32) (
	input clk,
	input clk_en,
	input  [(N*16)-1:0] in,
	output [(N*16)-1:0] out
);
wire [N-1:0] x [15:0];
wire [N-1:0] t [15:0];
wire [N-1:0] y [15:0];
genvar i;
for(i = 0; i < 16; i = i + 1)
begin
	assign x[i] = in[i*N+:N];
	assign out[i*N+:N] = y[i];
end
chacha_qr4 QR0 (clk, clk_en, x[0], x[4], x[8], x[12], t[0], t[4], t[8], t[12]);
chacha_qr4 QR1 (clk, clk_en, x[1], x[5], x[9], x[13], t[1], t[5], t[9], t[13]);
chacha_qr4 QR2 (clk, clk_en, x[2], x[6], x[10], x[14], t[2], t[6], t[10], t[14]);
chacha_qr4 QR3 (clk, clk_en, x[3], x[7], x[11], x[15], t[3], t[7], t[11], t[15]);
chacha_qr4 QR4 (clk, clk_en, t[0], t[5], t[10], t[15], y[0], y[5], y[10], y[15]);
chacha_qr4 QR5 (clk, clk_en, t[1], t[6], t[11], t[12], y[1], y[6], y[11], y[12]);
chacha_qr4 QR6 (clk, clk_en, t[2], t[7], t[8], t[13], y[2], y[7], y[8], y[13]);
chacha_qr4 QR7 (clk, clk_en, t[3], t[4], t[9], t[14], y[3], y[4], y[9], y[14]);
endmodule
`timescale 1ns / 1ps
module chacha_qr4 #(parameter N = 32) (
	input clk,
	input clk_en,
	input [N-1:0] a, b, c, d,
	output [N-1:0] a_out, b_out, c_out, d_out
);
reg [N-1:0] tmp_a [3:0];
reg [N-1:0] tmp_b [3:0];
reg [N-1:0] tmp_c [3:0];
reg [N-1:0] tmp_d [3:0];
assign a_out = tmp_a[3];
assign b_out = tmp_b[3];
assign c_out = tmp_c[3];
assign d_out = tmp_d[3];
integer i;
reg [N-1:0] tmp_add;
reg [N-1:0] tmp_xor;
always @(posedge clk)
begin
	if(clk_en)
	begin
		i = 0;
		tmp_add = a + b;
		tmp_xor = d ^ tmp_add;
		tmp_a[i] <= tmp_add;
		tmp_b[i] <= b;
		tmp_c[i] <= c;
		tmp_d[i] <= {tmp_xor[15:0], tmp_xor[31:16]};
		i = i + 1;
		tmp_add = tmp_c[i-1] + tmp_d[i-1];
		tmp_xor = tmp_b[i-1] ^ tmp_add;
		tmp_a[i] <= tmp_a[i-1];
		tmp_b[i] <= {tmp_xor[19:0], tmp_xor[31:20]};
		tmp_c[i] <= tmp_add;
		tmp_d[i] <= tmp_d[i-1];
		i = i + 1;
		tmp_add = tmp_a[i-1] + tmp_b[i-1];
		tmp_xor = tmp_d[i-1] ^ tmp_add;
		tmp_a[i] <= tmp_add;
		tmp_b[i] <= tmp_b[i-1];
		tmp_c[i] <= tmp_c[i-1];
		tmp_d[i] <= {tmp_xor[23:0], tmp_xor[31:24]};
		i = i + 1;
		tmp_add = tmp_c[i-1] + tmp_d[i-1];
		tmp_xor = tmp_b[i-1] ^ tmp_add;
		tmp_a[i] <= tmp_a[i-1];
		tmp_b[i] <= {tmp_xor[24:0], tmp_xor[31:25]};
		tmp_c[i] <= tmp_add;
		tmp_d[i] <= tmp_d[i-1];
	end
end
endmodule
`timescale 1ns / 1ps
module gen_mem_array #(parameter N = 32, M = 32, ID_WIDTH = 32) (
	input clk,
	input rst_n,
	input in_valid,
	input in_ready,
	input [(16*N)-1:0] key_in,
	input [ID_WIDTH-1:0] in_index,
	output reg [5:0] out_addr,
	output reg [(N*16)-1:0] out_data,
	output [ID_WIDTH-1:0] out_index,
	output reg out_valid,
	output reg out_ready
);
localparam NUM_CYCLE = 16 * 8;
localparam BUFFER_DEPTH = M * N * 2;
reg init_flag;
reg [NUM_CYCLE-1:0] flag;
wire [(N*16)-1:0] hash_init;
reg  [(N*16)-1:0] state_init;
wire clk_en;
wire [(N*16)-1:0] state [4:0];
reg buffer_init;
reg buffer_switch;
reg [ID_WIDTH-1:0] buffer_index[(M*2)-1:0];
reg [(N*16)-1:0] buffer [(BUFFER_DEPTH*2)-1:0];
chacha_block B0 (clk, clk_en, state[0], state[1]);
chacha_block B1 (clk, clk_en, state[1], state[2]);
chacha_block B2 (clk, clk_en, state[2], state[3]);
chacha_block B3 (clk, clk_en, state[3], state[4]);
assign clk_en = (buffer_init || in_valid);	 
assign out_flag = flag[NUM_CYCLE - 1];
assign index_fifo_read = clk_en && rst_n && out_flag;
assign index_fifo_write = clk_en && rst_n && in_valid && out_ready;
assign state[0] = (init_flag ? state_init : state[4]);
assign hash_init[0*N+:N]  = 32'h428a2f98;
assign hash_init[1*N+:N]  = 32'h71374491;
assign hash_init[2*N+:N]  = 32'hb5c0fbcf;
assign hash_init[3*N+:N]  = 32'he9b5dba5;
assign hash_init[4*N+:N]  = 32'h3956c25b;
assign hash_init[5*N+:N]  = 32'h59f111f1;
assign hash_init[6*N+:N]  = 32'h923f82a4;
assign hash_init[7*N+:N]  = 32'hab1c5ed5;
assign hash_init[8*N+:N]  = 32'hd807aa98;
assign hash_init[9*N+:N]  = 32'h12835b01;
assign hash_init[10*N+:N] = 32'h243185be;
assign hash_init[11*N+:N] = 32'h550c7dc3;
assign hash_init[12*N+:N] = 32'h72be5d74;
assign hash_init[13*N+:N] = 32'h80deb1fe;
assign hash_init[14*N+:N] = 32'h9bdc06a7;
assign hash_init[15*N+:N] = 32'hc19bf174;
always @(posedge clk)
begin
	out_ready <= clk_en && !flag[31] && !flag[63] && !flag[95];
	state_init <= hash_init ^ key_in;
	if(in_ready)
	begin
		out_valid <= 0;
	end
	if(!rst_n)
	begin
		flag <= 0;
		init_flag <= 0;
		out_valid <= 0;
		out_ready <= 1;
	end
	else if(clk_en)
	begin
		init_flag <= in_valid && out_ready;
		flag <= (flag << 1) | init_flag;
		if(out_flag) begin
			out_data <= state[4];
		end
		out_valid <= out_flag;
	end
end
endmodule
File: flow/run.sh
#!/bin/bash
# OpenROAD 26Q1-2900-gdf79404cd8, Yosys 0.63+post, stock flow scripts
make -C /OpenROAD-flow-scripts/flow DESIGN_CONFIG=/design/flow/config.mk WORK_HOME=/design/flow/orfs finish
==> reports/summary.txt <==
H-tree levels: 7
gr usage total: 52.74%
Failed at: global routing (5_1_grt)
GR Overflow Total: 1950
Area after DPL: 624000 um^2
largest net degree at the start of global routing: 111
detailed placer's ending HPWL: 2533 mm
Flops after synth: 17540
Top FF cell, synth: dfxtp_1
cell taking the most area after synthesis: dfxtp_1
Async SR Flop Fraction: 0%
hold_buf cts: 0
I/O pins: 1100
vias in the first global route: 403200
Syn. warnings: 48
GPL Wtd Cong: 1.244
Num CTS Buffers: 1719
clk sink count: 17540
Post-Synthesis Cell Area: 586600 um^2
PortBufs: 1028
Avg Inst Size Synth: 12.23 um^2
Top-area cell share: 58.11%
DIE HEIGHT: 1.085 mm
Die X: 1.085 mm
area reported by Yosys stat: 586600 um^2
postcts setup bufs: 0
cells after synthesis: 47980
main area contributors: dfxtp_1 58%, ha_1 8.5%, xor2_1 7.6%
stop err: [ERROR GRT-0116] Global routing finished with congestion. Check the congestion regions in the DRC Viewer.
Max Buffers Root-to-Sink: 6
Init Core Util: 50.19%
yosys stat cell total: 47980
root buf cell: clkbuf_16
row count: 397
number of flops mapped to enable cells by yosys: 512
Synth Seq Share: 60.73%
distinct lib cells: 94
first-pass GRT wire length: 3797 mm
# resized after CTS: 0
outcome: stopped before the end
-- routing by layer --
layer  GRT usage [%]  overflow
met5           13.99        36
met4           41.26       239
met3           40.31       427
met1           59.48       486
met2           64.77       762
-- synth_stat cells (91+ instances only) --
| cell type | instances |
|---|---|
| mux2i_1 | 133 |
| inv_1 | 954 |
| nand3_1 | 541 |
| clkbuf_1 | 385 |
| a31o_2 | 103 |
| fa_1 | 128 |
| a211oi_1 | 271 |
| nand2b_1 | 448 |
| a21oi_1 | 3083 |
| a31oi_1 | 375 |
| and3_1 | 347 |
| a221oi_1 | 137 |
| nand2_1 | 1537 |
| nor2b_1 | 485 |
| dfxtp_1 | 17030 |
| o21a_1 | 470 |
| a21o_1 | 2364 |
| nand4_1 | 285 |
| nor2_1 | 1610 |
| nor3_1 | 445 |
| xor2_1 | 5107 |
| a21boi_0 | 91 |
| ha_1 | 3968 |
| o21ai_0 | 1498 |
| o211ai_1 | 147 |
| o21bai_1 | 669 |
| a211o_1 | 91 |
| o31ai_1 | 134 |
| mux2_2 | 380 |
| xnor2_1 | 2766 |
| and2_1 | 246 |
| edfxtp_1 | 512 |
-- logic make-up after synthesis --
| logic type | count (synthesis) | share of synthesized area (%) |
|---|---|---|
| other cells | 1 | 0.0006393 |
| simple gates | 6321 | 5.246 |
| mux | 513 | 0.9564 |
| flops | 17540 | 60.73 |
| buf+inv | 1391 | 0.9150 |
| compound gates | 10200 | 11.32 |
| fa+ha+maj | 4096 | 8.900 |
| xor+xnor | 7918 | 11.93 |
-- through the flow --
stage | std cells | util [%] | setup slack [ns] | total power, mW | hold slack [ns]
after floorplan | 48020 | - | 14.05 | 78.48 | 0.3096
after CTS | 68370 | 58.45 | 23.99 | 143.6 | 0.2613
after global placement | 65260 | 53.39 | 22.94 | 122.9 | 0.3104
after detailed placement | 65260 | 53.39 | 22.67 | 122.5 | 0.3121
Power and IR drop assume default switching activity.
